### config.mk
export PLATFORM = sky130hd
export DESIGN_NAME = mcsb
export DESIGN_NICKNAME = mcsb
export VERILOG_FILES = /design/flow/design.v
export SDC_FILE = /design/flow/constraint.sdc
export NUM_CORES = 4
export LEC_CHECK = 1
export CORE_AREA = 10 10 111 111
export DIE_AREA = 0 0 121 121
### constraint.sdc
current_design mcsb

set clk_period 2.6
set clk_io_pct 0.2

create_clock -name clk0 -period $clk_period [get_ports {adl_l}]
create_clock -name clk1 -period $clk_period [get_ports {arb_grant_l}]
create_clock -name clk2 -period $clk_period [get_ports {cmd}]

set non_clock_inputs [all_inputs -no_clocks]
set_input_delay [expr $clk_period * $clk_io_pct] -clock clk0 $non_clock_inputs
set_output_delay [expr $clk_period * $clk_io_pct] -clock clk0 [all_outputs]
### design.v
`timescale 1ns / 1ps
module mcsb(
    input cd_setup_l,
    output cd_sfdbk,
    input chreset,
    input clk14,
    output cd_chrdy_l,
    output cd_ds16,
	 output chck_l,
    input adl_l,
    input cmd,
    input m_io,
    input s0_w_l,
    input s1_r_l,
    input [15:0] a,
    inout [7:0] d,
    output preempt_l,
	 output burst_l,
	 inout [3:0] arb,
	 input arb_grant_l,
	 input tc_l,
    input dreq,
	 output dack_l,
    output bufen_l,
    output bufdir,
    output ior_l,
    output iow_l,
    output ym_cs_l,        
    output joy_cs_l,       
    output dsp_rst_cs_l,   
	 output dav_cs_l,       
	 output dsp_wr_cs_l,    
	 output dsp_rd_cs_l,    
    output latched_a0,     
	 output latched_a1,     
    input irq_in,
	 output irq_2,
	 output irq_3,
	 output irq_5,
	 output irq_7,
    output cden
    );
reg [3:0] addr_latched;
reg [7:0] pos_data_bus;
reg pos_reg0;
reg [7:0] pos_reg1;
wire [2:0] sb_pos_io_bits;
wire [1:0] sb_pos_dma_bits;
wire [1:0] sb_pos_irq_bits;
wire partial_select;
wire sb_io_selected;
wire joy_io_selected;
wire sb_joy_enable;
wire pos_read, pos_write;
reg cd_setup, fm_sel_latched, sb_sel_latched, joy_sel_latched;
wire cd_sel;
reg write, read, m_io_latched;
reg dmacycle;
wire arb_en;
wire dreq_gated;
wire preempt;
wire [3:0] arb_out;
reg [3:0] card_arb;
wire [3:0] arb_match;
wire arb_won;
wire dma_selected;
reg dma_sel_latched;
assign chck_l = 1'bZ;
assign burst_l = 1'bZ;
assign cd_ds16 = 1'b0;
assign sb_pos_io_bits = pos_reg1[2:0];
assign sb_pos_dma_bits = pos_reg1[6:5];
assign sb_pos_irq_bits = pos_reg1[4:3];
assign sb_joy_enable = pos_reg1[7];
assign irq_2 = (irq_in & (sb_pos_irq_bits == 2'b00)) ? 1'b0 : 1'bZ;
assign irq_3 = (irq_in & (sb_pos_irq_bits == 2'b01)) ? 1'b0 : 1'bZ;
assign irq_5 = (irq_in & (sb_pos_irq_bits == 2'b10)) ? 1'b0 : 1'bZ;
assign irq_7 = (irq_in & (sb_pos_irq_bits == 2'b11)) ? 1'b0 : 1'bZ;
assign partial_select = ~m_io & cd_setup_l & cden;
assign sb_io_selected = (a[15:4] == {9'b000000100, sb_pos_io_bits}) & partial_select;
assign joy_io_selected = (a[15:3] == {13'b0000001000000}) &
                          partial_select & sb_joy_enable;
assign fm_io_selected = ((a[15:2] == {14'b00000011100010}) |
                         (a[15:1] == {9'b000000100, sb_pos_io_bits, 3'b100}))
								 & partial_select;
assign cd_sfdbk = (sb_io_selected | joy_io_selected | fm_io_selected);
always @ (negedge adl_l or posedge chreset)
begin
    if (chreset) begin
        addr_latched <= 4'b0000;
		  fm_sel_latched <= 1'b0;
		  sb_sel_latched <= 1'b0;
		  joy_sel_latched <= 1'b0;
		  dma_sel_latched <= 1'b0;
        m_io_latched <= 1'b0;
        cd_setup <= 1'b0;
        write <= 1'b0;
        read <= 1'b0;
    end else begin
        addr_latched <= a[3:0];
		  fm_sel_latched <= fm_io_selected;
		  sb_sel_latched <= sb_io_selected;
		  joy_sel_latched <= joy_io_selected;
		  dma_sel_latched <= dma_selected;
        m_io_latched <= m_io;
        cd_setup <= ~cd_setup_l;
        write <= ~s0_w_l;
        read <= ~s1_r_l;
    end
end
assign cd_sel = (fm_sel_latched | sb_sel_latched | joy_sel_latched | dma_sel_latched);
assign cd_chrdy_l = (fm_io_selected & (~s1_r_l | ~s0_w_l) & cmd);  
assign ior_l = ~(cd_sel & read);
assign iow_l = ~(cd_sel & write);
assign latched_a0 = addr_latched[0];
assign latched_a1 = addr_latched[1];   
assign ym_cs_l = ~(fm_sel_latched & ~cmd);
assign joy_cs_l = ~(joy_sel_latched & ~cmd);
assign dsp_rst_cs_l = ~(sb_sel_latched & ~cmd & (addr_latched[3:1] == 3'b011));   
assign dsp_rd_cs_l = ~(sb_sel_latched & ~cmd & (addr_latched[3:1] == 3'b101));    
assign dsp_wr_cs_l = ~(sb_sel_latched & ~cmd & (addr_latched[3:1] == 3'b110));    
assign dav_cs_l = ~(sb_sel_latched & ~cmd & (addr_latched[3:1] == 3'b111));       
assign bufdir = write;
assign bufen_l = ~(((cd_setup & ~m_io_latched) || cd_sel) & ~cmd);
assign pos_read = cd_setup & read & ~m_io_latched & ~cmd;
assign pos_write = cd_setup & write & ~m_io_latched;
assign d = pos_read ? pos_data_bus : 8'bZ;
always @ (addr_latched or pos_reg0 or pos_reg1) begin
    case (addr_latched[2:0])
        3'b000: pos_data_bus <= 8'h85;           
        3'b001: pos_data_bus <= 8'h50;           
        3'b010: pos_data_bus <= {7'b0000000, pos_reg0};  
        3'b011: pos_data_bus <= pos_reg1;                
        3'b100: pos_data_bus <= 8'h00;
        3'b101: pos_data_bus <= 8'h00;
        3'b110: pos_data_bus <= 8'h00;
        3'b111: pos_data_bus <= 8'h00;
    endcase
end
always @ (posedge cmd or posedge chreset) begin
    if (chreset) begin
        pos_reg0 <= 1'b0;
        pos_reg1 <= 8'h00;
    end else if (pos_write) begin
        case (addr_latched[2:0])
            3'b010: pos_reg0 <= d[0];  
            3'b011: pos_reg1 <= d;     
        endcase
    end
end
assign cden = pos_reg0;
assign dreq_gated = dreq & cden & ~(cd_sfdbk & ~cmd);
assign preempt = dreq_gated & ~dmacycle;
assign preempt_l = preempt ? 1'b0 : 1'bZ;
assign arb_en = dmacycle;  
genvar i;
generate
for (i = 0; i < 4; i = i + 1) begin:m
	assign arb[i] = (~arb_en | arb_out[i]) ? 1'bZ : 1'b0;
	assign arb_match[i] = (~card_arb[i] | arb[i]);
end
endgenerate
always @ (sb_pos_dma_bits) begin
    case (sb_pos_dma_bits)
        3'b000: card_arb <= 4'b0000;
        3'b001: card_arb <= 4'b0001;
        3'b010: card_arb <= 4'b0011;
        3'b011: card_arb <= 4'b0011;  
    endcase
end
assign arb_out[3] = card_arb[3];
assign arb_out[2] = card_arb[2] | ~arb_match[3];
assign arb_out[1] = card_arb[1] | ~arb_match[2] | ~arb_match[3];
assign arb_out[0] = card_arb[0] | ~arb_match[1] | ~arb_match[2] | ~arb_match[3];
assign arb_won = dmacycle & arb_match[0] & arb_match[1] & arb_match[2] & arb_match[3];
assign dack_l = ~(dma_sel_latched & ~cmd);
always @ (posedge arb_grant_l or posedge chreset) begin
	if (chreset) begin
		dmacycle <= 1'b0;
	end else begin
		dmacycle <= dreq_gated;
	end
end
assign dma_selected = dmacycle & ~m_io & arb_won & ~arb_grant_l;
endmodule
### run.sh
#!/bin/bash
# OpenROAD 26Q1-2900-gdf79404cd8, Yosys 0.63+post, stock flow scripts
make -C /OpenROAD-flow-scripts/flow DESIGN_CONFIG=/design/flow/config.mk WORK_HOME=/design/flow/orfs finish
==> Slide: Implementation Results <==
Flow Results at a Glance

Run status
  – Run status: finished with violations
  – Failing checks: setup timing

Global routing
  – Vias in the first global route: 1,339
  – GRT Total Usage: 5.95%
  – First-pass GRT wire length: 6640 um
  – Largest net degree at the start of global routing: 23
  – Overflow after GRT: 0
  – Initial antenna violation count: 2

Logic synthesis
  – Synth Seq Share: 50.7%
  – Synthesized cell area: 1080 um^2
  – Yosys top cell by area: dfrtn_1
  – Cells after Synth: 111
  – Fraction of registers with async set/reset: 100%
  – EDFF count, synth: 0
  – Registers, synthesis: 22
  – Ys Warns: 11
  – # Cells Yosys: 111
  – Netlist cell types: 29
  – Avg Inst Size Synth: 9.77 um^2
  – Yosys synthesis chip area: 1080 um^2
  – Top cell area share: 27.7%
  – Dominant register cell: dfrtn_1
  – Largest cells by area: dfrtn_1, dfrtp_1, buf_4, clkbuf_1, inv_1
  – Top cells by count, synth: buf_4, dfrtn_1, clkbuf_1

Timing
  – Hold Vio Cnt, Final: 0
  – TNS Setup: -7210 ps
  – Finish-stage setup viols: 37
  – Final slew viol count: 0
  – Worst setup margin: -603 ps
  – Unrepaired setup endpoints after global routing: true
  – Final setup skew: 0 ps
  – Hold WS: 175 ps

Power and ir drop
  – Maximum VDD drop: 282 uV
  – Leak: 1.00 nW
  – P per Cell Area: 589 nW/um^2

Routing
  – Pre-antenna DRT Iters: 3
  – ANT nets after route: 0
  – Met2 WL: 1920 um
  – Initial DRC count: 13
  – DRT Wirelength: 4290 um
  – Via count: 1,063
  – DRC errors left: 0
  – Metal3 WL: 599 um
  – Via density: 3.22
  – Met1 WL: 1540 um
  – DR WL/cell: 13.0 um
  – Top Layer Used: met4

Placement
  – GPL Wtd Cong: 0.780
  – Port buffer count: 38
  – Detail Placement HPWL: 3270 um

Floorplan
  – Num ports: 64
  – Core area: 9860 um^2
  – Die x size: 121 um
  – Die height: 121 um
  – Rows: 36
  – Chip area: 14,600 um^2
  – FP Core Util: 11.0%

Worst setup path
  – Max Fanout on Critical Path: 3
  – Worst setup EP type: output pin
  – Worst Path Class, Setup: register to output pin
  – Critical path data required time: 2080 ps
  – Data arrival, critical path: 2680 ps
  – Setup crit start kind: register

Layout
  – Share of cells above drive strength 1: 50.3%
  – Layout Area Growth over Synthesis: 102%

Clock network
  – Clock-pin slew on the worst setup and hold paths: 40 ps
  – CTS tree: yes

Run
  – Max cap viols: 0
  – Log Warnings: 41

Worst hold path
  – Hold crit path type: clock port to register
-- flip-flops by register name (all words and copies together), names as in the netlist --
| signal | cells |
|---|---|
| dmacycle | 1 |
| cd_setup | 1 |
| joy_sel_latched | 1 |
| pos_reg1 | 8 |
| dma_sel_latched | 1 |
| sb_sel_latched | 1 |
| pos_reg0 | 1 |
| m_io_latched | 1 |
| read | 1 |
| write | 1 |
| addr_latched | 4 |
| fm_sel_latched | 1 |
-- where the power goes --
part           internal, mW  switching (mW)  leakage [nW]
Sequential            0.351         0.00557         0.289
Combinational        0.0667          0.0466         0.509
Clock                 0.564           0.259         0.206
-- layout by cell type, fill, tap and decap left out, types with 5 or more instances in the layout --
| master | instances |
|---|---|
| buf_2 | 13 |
| buf_4 | 19 |
| buf_6 | 17 |
| clkbuf_8 | 16 |
| clkdlybuf4s50_1 | 8 |
| conb_1 | 12 |
| dfrtn_1 | 12 |
| dfrtp_1 | 10 |
| dlygate4sd2_1 | 5 |
| inv_1 | 14 |
| nand2_1 | 5 |
-- path summary, 6_finish.rpt --
check,from,end,slack (ps),cells past startpoint
hold / removal,cmd,dmacycle,180,4
setup / recovery,joy_sel_latched,bufen_l,-600,3
min in group asynchronous,chreset,pos_reg1[5],510,3
max in group clk1,m_io,dmacycle,920,8
setup reg to reg,pos_reg1[2],fm_sel_latched,110,3
max in group asynchronous,chreset,dma_sel_latched,640,3
hold reg to reg,pos_reg1[4],pos_reg1[4],370,0
max in group clk2,pos_reg1[2],pos_reg1[2],1910,1
min in group clk0,arb_grant_l,dma_sel_latched,420,4
min in group clk2,pos_reg1[4],pos_reg1[4],370,0
-- through the flow --
stage | setup slack, ps | total power, mW | utilization [%] | area (um^2) | cells
final | -603 | 1.29 | 22.2 | 2190 | 330
after detailed placement | -660 | 0.482 | 16.9 | 1670 | 285
after global routing | -659 | 1.37 | 22.2 | 2190 | 329
after CTS | -626 | 1.30 | 21.3 | 2100 | 324
after floorplan | -160 | 0.421 | - | 1130 | 122
after global placement | -658 | 0.481 | 16.9 | 1670 | 285
-- routing by layer --
metal | track usage [%] | vias to the layer above
li1 | - | 514
met1 | 5.69 | 464
met2 | 8.06 | 65
met3 | 5.01 | 20
met4 | 4.75 | 0
met5 | 0 | -
-- timing repair --
action                                  CTS  global route
pin swaps                                21            10
cloned                                    0             0
hold buffers                              0             0
gates resized                           100            25
endpoints found under the setup margin   46            44
setup buffers                            16             5
-- logic make-up after synthesis --
kind of cell    share of synthesized area (%)
other cells                             0.346
simple gates                             23.5
compound gates                           7.73
flops                                    50.7
buf+inv                                  15.2
xor+xnor                                 2.42
-- worst max-delay path, stage by stage, from the launching register on --
cell	delay (ps)
dfrtn_1	340
or4_4	560
o21ai_2	120
buf_2	100
-- cell type report --
class                      count  area (um^2)
fill                        1029         7670
sequential                    22          551
clock buffer                  27          284
timing repair buffer          63          574
antenna                        2         5.00
tap                          133          166
inverter                       8         30.0
clock inverter                 7         26.3
multi-input combinational     68          558
Power is estimated from default activity; no workload was simulated.
